==> design.v <==
module NAND(
  input a,
  input b,
  output out
);
  assign out = ~(a & b);
endmodule
module sr_latch (
  input s, 
  input r,
  output q,
  output q_neg
);
  NAND n1(~s, q_neg, q);
  NAND n2(~r, q, q_neg);
endmodule
module sr_latch_E_nand(S, R, E, Q, Q_N);
    input S, R, E;
    output Q, Q_N;
    wire S_E, R_E;
    NAND nand0(S, E, S_E);
    NAND nand1(R, E, R_E);
    NAND nand2(S_E, Q_N, Q);
    NAND nand3(Q, R_E, Q_N);
endmodule
module d_latch (
  input d,
  input e,
  output q,
  output q_neg
);
  wire s_neg, r_neg, d_neg;
  NAND n0(d, d, d_neg);
  NAND n1(d, e, s_neg);
  NAND n2(d_neg, e, r_neg);
  NAND n3(s_neg, q_neg, q);
  NAND n4(r_neg, q, q_neg);
endmodule
module d_ff_negedge (
  input d,
  input clk,
  output q,
  output q_neg
);
  wire d_middle, clk_neg;
  NAND n1(clk, clk, clk_neg);
  d_latch dl1(d, clk, d_middle, );
  d_latch dl2(d_middle, clk_neg, q, q_neg);
endmodule
module JK_FF(input J, input K, input reset, input clk, output reg Q, output reg Q_N);
    always @(posedge clk, posedge reset) begin
    if (reset) begin
      Q <= 0; 
      Q_N <= 1;
    end 
	else begin
		case ({J,K}) 
		2'b11: begin  
			   Q <= ~Q;
			   Q_N <= ~Q_N;
			   end
		2'b10: begin  
			   Q <= 1;
			   Q_N <= 0;
			   end
		2'b01 : begin  
			   Q <= 0;
			   Q_N <= 1;
			   end
		2'b00:  begin  
			   Q <= Q;
			   Q_N <= Q_N;
		       end
		endcase
    end
    end
endmodule
module async_up_counter(input clk, input reset, output [3:0] out);
    JK_FF jk1(.J(1), .K(1), .reset(reset | (out[0]&out[1]&out[2]&out[3])), .clk(~clk), .Q(out[0]));
    JK_FF jk2(.J(1), .K(1), .reset(reset), .clk(~out[0]), .Q(out[1]));
    JK_FF jk3(.J(1), .K(1), .reset(reset), .clk(~out[1]), .Q(out[2]));
    JK_FF jk4(.J(1), .K(1), .reset(reset), .clk(~out[2]), .Q(out[3]));
endmodule
module sync_up_counter(input clk, input reset, output [3:0] out);
    JK_FF jk1(.J(1), .K(1), .reset(reset | (out[0]&out[1]&out[2]&out[3])), .clk(clk), .Q(out[0]));
    JK_FF jk2(.J(out[0]), .K(out[0]), .reset(reset | (out[0]&out[1]&out[2]&out[3])), .clk(clk), .Q(out[1]));
    JK_FF jk3(.J(out[0]&out[1]), .K(out[0]&out[1]), .reset(reset | (out[0]&out[1]&out[2]&out[3])), .clk(clk), .Q(out[2]));
    JK_FF jk4(.J(out[0]&out[1]&out[2]), .K(out[0]&out[1]&out[2]), .reset(reset | (out[0]&out[1]&out[2]&out[3])), .clk(clk), .Q(out[3]));
endmodule
module mux_2_1(
  input i0,
  input i1,
  input s,
  output out
);
  assign out = (s == 1'b1) ? i1 : i0; 
endmodule
module pwm(
  input[15:0] in,
  input clk,
  input load,
  output q
);
  wire[15:0] d_input;
  wire[15:0] d_output;
  mux_2_1 mx[15:0]({d_output[0], d_output[15:1]}, in, {16{load}}, d_input[15:0]);
  d_ff_negedge d_ff[15:0](d_input[15:0], ~clk, d_output[15:0], );
  assign q = d_input[15];
endmodule
==> run.sh <==
#!/bin/bash
# OpenROAD 26Q1-2900-gdf79404cd8, Yosys 0.63+post, stock flow scripts
make -C /OpenROAD-flow-scripts/flow DESIGN_CONFIG=/design/flow/config.mk WORK_HOME=/design/flow/orfs finish
==> config.mk <==
export PLATFORM = sky130hd
export DESIGN_NAME = sync_up_counter
export DESIGN_NICKNAME = sync_up_counter
export VERILOG_FILES = /design/flow/design.v
export SDC_FILE = /design/flow/constraint.sdc
export NUM_CORES = 4
export LEC_CHECK = 1
export CORE_AREA = 10 10 70 70
export DIE_AREA = 0 0 80 80
==> constraint.sdc <==
current_design sync_up_counter

set clk_period 1.0
set clk_io_pct 0.2

create_clock -name clk0 -period $clk_period [get_ports {clk}]

set non_clock_inputs [all_inputs -no_clocks]
set_input_delay [expr $clk_period * $clk_io_pct] -clock clk0 $non_clock_inputs
set_output_delay [expr $clk_period * $clk_io_pct] -clock clk0 [all_outputs]
==> flow_summary.ini <==
; generated from flow reports
[run_status]
status = completed

[finish]
instances_no_fill = 71
fill_cells = 400
syn_to_final_growth_pct = 68.5
mostFrequentLayoutCells = buf_4, dfrtp_1, clkbuf_4, clkbuf_2, xnor2_1
finish.instance_area_um2 = 308
post-route-util_pct = 9.01
lay_top_count = buf_4
layout-drive-gt1-share_pct = 50.0

[setup_path]
start_kind = flop
crit_path_max_incr_delay_ps = 360
crit_type = reg2out
critPathBufInv = 1
cp.required_ps = 800
end_kind = output port
cp.arrival_ps = 770
critPathMaxFanout = 2
path_cells = clkdlybuf4s15_1
cp_top_family = flip-flops
slowest_stage = dfrtp_1

[logic_synthesis]
synth_cells = 15
synth_seq_share_pct = 54.8
yosysWarnings = 10
ys_ff = 4
yosysUniqueCellTypes = 8
yosysCellCount = 15
synth_area_um2 = 183
syn_avg_cell_area_um2 = 12.2
yosys_area_um2 = 183

[floorplanning]
io_pins = 6
die_area_um2 = 6400
die_w_um = 80
die_h_um = 80
fp_util_pct = 5.35
core_area_um2 = 3420
rows = 21

[routing]
wire_per_inst_um = 4.97
vias = 133
drcViolationCount = 0
vias_per_cell = 1.87
wirelength_um = 353
ant_nets = 0
initialDrtViolationCount = 0
dr.pass1.iters = 1

[power_and_ir_drop]
total_leakage_power_nw = 0.136
power_frac_comb_pct = 2.0
total_power_mw = 0.364
sw_frac_of_total_pct = 17.4
p_switching_mw = 0.0634
clock_power_share_pct = 53.3
internal_power_mw = 0.301
powerDensity_nw_per_um2 = 1180
seq_power_share_pct = 44.7
peakVddDrop_uv = 159

[placed_design]
hpwl_um = 269
dp.cells = 66
dp_slack_ps = 2.35
placed_area_um2 = 290
port_buffers = 5
gp_congestion = 0.670

[global_routing]
grt_util_met1_pct = 1.07
grt_max_degree = 6
antenna_found_initial = 1
globalRouteMet3Util_pct = 1.59
grt_pass1_wl_um = 517
overflow = 0
globalRouteMet2Util_pct = 1.28
grt_pass1_vias = 136
grt-busiest-layer = met3
grt_usage_pct = 1.16

[clock_tree]
cts.clk_slew.worst_paths_ps = 30
htree_levels = 1
numCtsBuffers = 3
cts_max_path_buffers = 2
cts_tree = done
clock-sinks = 4
clock-root-buffer = clkbuf_4
worstSkewPairLatency_ps = 230

[final_timing]
slew_viol_final = 0
grt_setup_unrepaired = false
period_used_pct = 97.0
hold_violations = 0
timing.fmax_mhz = 1030
layout_min_cycle_time_ps = 970
setup_tns_ps = 0
worstMarginPinSlew_ps = 413
slew_headroom_pct = 72.1
whs_ps = 315
setup_slack_ps = 30.4
setup_violations = 0
finClkSkew_ps = 0.909

[run]
maxCapViolCount = 0
warnings = 25

[worst_hold_path]
worstHoldPathType = in2async
==> area by class of cell <==
cell class / count / area (um2) / share of cell area (%)
Clock buffer: 3 / 22.5 / 7.32
Timing Repair Buffer: 10 / 72.6 / 23.6
Multi-Input combinational cell: 6 / 48.8 / 15.9
Antenna cell: 1 / 2.50 / 0.813
Sequential cell: 4 / 100 / 32.5
Inverter: 1 / 3.75 / 1.22
Tap cell: 46 / 57.6 / 18.7
==> flip-flops by register name (all words and copies together) (netlist names) <==
name,flops
jk4.Q,1
jk3.Q,1
jk2.Q,1
jk1.Q,1
==> worst paths after layout <==
path / from / to / slack, ps / depth (start not counted)
setup reg to reg: jk4.Q / jk4.Q / 140 / 3
hold / removal: reset / jk3.Q / 320 / 2
setup / recovery: jk4.Q / out[3] / 30 / 1
min in group clk0: jk1.Q / jk1.Q / 550 / 2
max in group asynchronous: jk4.Q / jk4.Q / 140 / 3
hold reg to reg: jk3.Q / jk3.Q / 450 / 2
==> routing by layer <==
| layer | vias up | share of wire, % |
|---|---|---|
| li1 | 64 | - |
| met4 | 0 | 2.0 |
| met1 | 59 | 45 |
| met2 | 8 | 33 |
| met5 | - | 0 |
| met3 | 2 | 20 |
==> cell families after synthesis <==
| kind of cell | synth area share (%) |
|---|---|
| flip-flops | 54.8 |
| AND-OR/OR-AND | 4.80 |
| AND/OR/NAND/NOR | 7.53 |
| buffers and inverters | 18.5 |
| XOR/XNOR | 14.4 |
==> power groups by stage <==
stage                 sequential [mW]  combinational, mW  clock [mW]
after CTS                       0.163            0.00765       0.206
after global routing            0.163            0.00806       0.209
final                           0.163            0.00745       0.194
==> repair_timing <==
action                     in CTS  in global routing
hold buffers                    0                  0
setup endpoints to repair       4                  4
setup buffers                   0                  1
gates resized                   8                  3
==> Yosys cell counts <==
master | instances | area share (%)
buf_4 | 4 | 16
dfrtp_1 | 4 | 55
xnor2_1 | 2 | 9.6
a41oi_1 | 1 | 4.8
inv_1 | 1 | 2.1
nand2_1 | 1 | 2.1
nand3_2 | 1 | 5.5
xor2_1 | 1 | 4.8
Power figures rest on the tool's default switching activity, not on a simulated workload.
